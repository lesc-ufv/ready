File: ./run.sh
#!/bin/bash
# OpenROAD 26Q1-2900-gdf79404cd8, Yosys 0.63+post, stock flow scripts
make -C /OpenROAD-flow-scripts/flow DESIGN_CONFIG=/design/flow/config.mk WORK_HOME=/design/flow/orfs finish
File: ./config.mk
export PLATFORM = sky130hd
export DESIGN_NAME = reg_tree_4_18_2
export DESIGN_NICKNAME = reg_tree_4_18_2
export VERILOG_FILES = /design/flow/design.v
export SDC_FILE = /design/flow/constraint.sdc
export NUM_CORES = 4
export LEC_CHECK = 1
export CORE_AREA = 10 10 149 149
export DIE_AREA = 0 0 159 159
export SYNTH_HDL_FRONTEND = slang
File: ./constraint.sdc
current_design reg_tree_4_18_2

set clk_period 1.0
set clk_io_pct 0.2

create_clock -name clk0 -period $clk_period [get_ports {clk}]

set non_clock_inputs [all_inputs -no_clocks]
set_input_delay [expr $clk_period * $clk_io_pct] -clock clk0 $non_clock_inputs
set_output_delay [expr $clk_period * $clk_io_pct] -clock clk0 [all_outputs]
File: ./design.v
module reg_tree_4_18_2 #
(
  parameter DATA_WIDTH = 16
)
(
  input clk,
  input [DATA_WIDTH-1:0] in,
  output [DATA_WIDTH-1:0] out_0,
  output [DATA_WIDTH-1:0] out_1,
  output [DATA_WIDTH-1:0] out_2,
  output [DATA_WIDTH-1:0] out_3,
  output [DATA_WIDTH-1:0] out_4,
  output [DATA_WIDTH-1:0] out_5,
  output [DATA_WIDTH-1:0] out_6,
  output [DATA_WIDTH-1:0] out_7,
  output [DATA_WIDTH-1:0] out_8,
  output [DATA_WIDTH-1:0] out_9,
  output [DATA_WIDTH-1:0] out_10,
  output [DATA_WIDTH-1:0] out_11,
  output [DATA_WIDTH-1:0] out_12,
  output [DATA_WIDTH-1:0] out_13,
  output [DATA_WIDTH-1:0] out_14,
  output [DATA_WIDTH-1:0] out_15,
  output [DATA_WIDTH-1:0] out_16,
  output [DATA_WIDTH-1:0] out_17
);
  reg [DATA_WIDTH-1:0] r [0:62-1];
  integer i;
  initial begin
    for(i=0; i<62; i=i+1) begin
      r[i] = 0;
    end
  end
  always @(posedge clk) begin
    r[0] <= in;
    r[1] <= r[0];
    r[2] <= r[0];
    r[3] <= r[1];
    r[4] <= r[1];
    r[5] <= r[1];
    r[6] <= r[1];
    r[7] <= r[2];
    r[8] <= r[3];
    r[9] <= r[3];
    r[10] <= r[3];
    r[11] <= r[3];
    r[12] <= r[4];
    r[13] <= r[4];
    r[14] <= r[4];
    r[15] <= r[4];
    r[16] <= r[5];
    r[17] <= r[5];
    r[18] <= r[5];
    r[19] <= r[5];
    r[20] <= r[6];
    r[21] <= r[6];
    r[22] <= r[6];
    r[23] <= r[6];
    r[24] <= r[7];
    r[25] <= r[7];
    r[26] <= r[8];
    r[27] <= r[9];
    r[28] <= r[10];
    r[29] <= r[11];
    r[30] <= r[12];
    r[31] <= r[13];
    r[32] <= r[14];
    r[33] <= r[15];
    r[34] <= r[16];
    r[35] <= r[17];
    r[36] <= r[18];
    r[37] <= r[19];
    r[38] <= r[20];
    r[39] <= r[21];
    r[40] <= r[22];
    r[41] <= r[23];
    r[42] <= r[24];
    r[43] <= r[25];
    r[44] <= r[26];
    r[45] <= r[27];
    r[46] <= r[28];
    r[47] <= r[29];
    r[48] <= r[30];
    r[49] <= r[31];
    r[50] <= r[32];
    r[51] <= r[33];
    r[52] <= r[34];
    r[53] <= r[35];
    r[54] <= r[36];
    r[55] <= r[37];
    r[56] <= r[38];
    r[57] <= r[39];
    r[58] <= r[40];
    r[59] <= r[41];
    r[60] <= r[42];
    r[61] <= r[43];
  end
  assign out_0 = r[44];
  assign out_1 = r[45];
  assign out_2 = r[46];
  assign out_3 = r[47];
  assign out_4 = r[48];
  assign out_5 = r[49];
  assign out_6 = r[50];
  assign out_7 = r[51];
  assign out_8 = r[52];
  assign out_9 = r[53];
  assign out_10 = r[54];
  assign out_11 = r[55];
  assign out_12 = r[56];
  assign out_13 = r[57];
  assign out_14 = r[58];
  assign out_15 = r[59];
  assign out_16 = r[60];
  assign out_17 = r[61];
endmodule
==> results.tsv <==
stage	metric	value	unit
layout	drive_above_1_share	0.812	
critical_path	critPathArrivalTime	1.18	ns
layout	final_common_cell	buf_6	
logic_synthesis	synth_area	3960	sq um
timing	grt_setup_unrepaired	yes	
timing	fmax	726	MHz
logic_synthesis	synth.distinct_cells	2	
logic_synthesis	synthCells	368	
critical_path	worstPathMaxFanout	4	
logic_synthesis	ys_seq_frac	0.485	
detailed_routing	wl	14700	um
timing	finalHoldViolCount	0	
layout	largest-register	r	
timing	setup_tns	-66.80	ns
grt	antenna_found_initial	0	
layout	largest_reg_flops	96	
logic_synthesis	synthAoiAreaFrac	0	
layout	area_delta_synth_final	97.8	%
logic_synthesis	ys_ff	96	
critical_path	reg2reg_slack	0.60	ns
clock_tree	root_buffer	clkbuf_16	
die	die_y	159	um
grt	grt_remaining_overflow	0	
layout	final.fill_count	1631	
grt	grt.total_usage	0.109	
die	core_area	18800	sq um
critical_path	critPathBufInv	4	
clock_tree	cts_tree	yes	
layout	comb_cells	0	
layout	mi_logic_area	0	sq um
critical_path	crit_chain	buf_6 > buf_16 > buf_8 > buf_6	
logic_synthesis	yosys_warnings	0	
detailed_routing	drc_errors	0	
critical_path	crit_top_cell	buf_6	
detailed_routing	firstDrtPassIters	4	
timing	final_max_slew_viol_count	0	
clock_tree	clk_latency	0.33	ns
placement	pre_cts_ws	-0.217	ns
timing	finClkSkew	0.00282	ns
logic_synthesis	ys_top_logic_family	buffers and inverters	
clock_tree	cts_hold_buf	0	
critical_path	critical-path-slowest-cell	dfxtp_4	
logic_synthesis	ys_sh_mux	0	
logic_synthesis	synth_area_per_cell	10.8	sq um
clock_tree	cts_buffers	9	
power	vdd_ir_drop_max	0.00106	V
logic_synthesis	ys_sh_adder	0	
critical_path	required	0.80	ns
timing	setup_ws	-0.378	ns
die	fp_util	0.210	
critical_path	path_class	flip-flop to output pin	
outcome	status	complete, but fails checks	
detailed_routing	via_per_inst	3.22	
critical_path	cp-start-kind	flip-flop	
detailed_routing	diodes	0	
clock_tree	clockBufferDepth	2	
critical_path	cpPeakStageDelay	0.35	ns
power	p_per_area	1290	nW/um^2
logic_synthesis	simple_gate_share	0	
timing	worstMarginPinSlew	0.105	ns
detailed_routing	wl_per_cell	19.0	um
clock_tree	clk_pin_slew	0.06	ns
grt	grt_pass1_vias	2754	
layout	lay_top_cells	buf_6 (312), dfxtp_1 (80), buf_12 (28)	
critical_path	path_delay_family	buffers and inverters	
layout	reg_top3	r: 96 flops	
die	ios	305	
power	p_leak	3.65	nW
critical_path	endpoint_kind	output pin	
placement	gp_congestion	0.692	
detailed_routing	vias	2502	
die	num_rows	50	
logic_synthesis	synth_stat.cells	368	
logic_synthesis	xor_share	0	
timing	relSlewSlack	0.930	
clock_tree	clock_sinks	96	
job	max_cap_viol_count	0	
grt	grt_pass1_wl	21400	um
job	warnings	27	
detailed_routing	drtIter0Drc	56	
die	die-width	159	um
outcome	violations	negative setup slack	
layout	final-seq-area	1980	sq um
worst_hold_path	hold_path.class	primary input to flip-flop	
detailed_routing	drt.antenna.violating_nets	0	
timing	fin_crit	1.38	ns
placement	port_buffers	304	
clock_tree	ctsHtreeMaxLevel	3	
die	die_area	25300	sq um
timing	fin_crit_sh	1.38	
grt	grt_max_degree	17	
logic_synthesis	yosysChipArea	3960	sq um
timing	setup_violations	288	
==> cell type report <==
cell class / count / share of cell area
clock inverter: 6 / 0.0115
sequential: 96 / 0.253
timing repair buffer: 405 / 0.665
clock buffer: 10 / 0.0292
tap: 260 / 0.0415
==> metal layers <==
layer / vias up / routed length [um] / global-route usage
met1: 1197 / 6190 / 0.140
met2: 146 / 7230 / 0.178
met3: 10 / 1160 / 0.0422
met5: - / 0 / 0
li1: 1149 / - / -
met4: 0 / 142 / 0.00927
==> worst paths after layout <==
kind                   from        end  depth (start not counted)
hold reg to reg   r[1][159]  r[1][255]                          0
hold / removal        in[5]    r[0][5]                          1
setup / recovery  r[1][475]  out_1[11]                          4
setup reg to reg  r[0][125]  r[0][381]                          0
==> kinds of logic (layout without fill, tap and decap cells) <==
family	after synthesis	count (layout)
buffers and inverters	272	421
DFF	96	96
==> through the flow <==
stage | hold slack, ns | utilization | std cells | area (sq um) | power [mW]
CTS | 0.290 | 0.436 | 804 | 8220 | 10.3
global route | 0.290 | 0.416 | 777 | 7840 | 10.5
detailed placement | 0.312 | 0.298 | 677 | 5610 | 5.60
finish | 0.304 | 0.416 | 777 | 7840 | 10.1
global placement | 0.310 | 0.298 | 677 | 5610 | 5.59
floorplan | 0.228 | - | 368 | 3960 | 4.88
==> synth_stat cells (all sizes together) <==
cell type	number	area, sq um
buf	272	2040
dfxtp	96	1920
==> what timing repair did <==
item	in CTS	in global routing
gates resized	1239	50
gates cloned	41	2
buffers inserted	72	0
setup endpoints to repair	288	288
endpoints found under the hold margin	0	0
==> report_power, final <==
part / internal, mW / total (mW) / switching [mW]
clock network: 2.20 / 3.57 / 1.37
registers: 4.01 / 4.09 / 0.0803
logic: 1.77 / 2.41 / 0.641
total: 7.99 / 10.1 / 2.09
No activity file was given, so power comes from the tool's default toggle rates.
