<file path="design/flow/design.v">
module reg_tree_4_8_4 #
(
  parameter DATA_WIDTH = 16
)
(
  input clk,
  input [DATA_WIDTH-1:0] in,
  output [DATA_WIDTH-1:0] out_0,
  output [DATA_WIDTH-1:0] out_1,
  output [DATA_WIDTH-1:0] out_2,
  output [DATA_WIDTH-1:0] out_3,
  output [DATA_WIDTH-1:0] out_4,
  output [DATA_WIDTH-1:0] out_5,
  output [DATA_WIDTH-1:0] out_6,
  output [DATA_WIDTH-1:0] out_7
);
  reg [DATA_WIDTH-1:0] r [0:43-1];
  integer i;
  initial begin
    for(i=0; i<43; i=i+1) begin
      r[i] = 0;
    end
  end
  always @(posedge clk) begin
    r[0] <= in;
    r[1] <= r[0];
    r[2] <= r[0];
    r[3] <= r[1];
    r[4] <= r[1];
    r[5] <= r[1];
    r[6] <= r[1];
    r[7] <= r[2];
    r[8] <= r[2];
    r[9] <= r[2];
    r[10] <= r[2];
    r[11] <= r[3];
    r[12] <= r[4];
    r[13] <= r[5];
    r[14] <= r[6];
    r[15] <= r[7];
    r[16] <= r[8];
    r[17] <= r[9];
    r[18] <= r[10];
    r[19] <= r[11];
    r[20] <= r[12];
    r[21] <= r[13];
    r[22] <= r[14];
    r[23] <= r[15];
    r[24] <= r[16];
    r[25] <= r[17];
    r[26] <= r[18];
    r[27] <= r[19];
    r[28] <= r[20];
    r[29] <= r[21];
    r[30] <= r[22];
    r[31] <= r[23];
    r[32] <= r[24];
    r[33] <= r[25];
    r[34] <= r[26];
    r[35] <= r[27];
    r[36] <= r[28];
    r[37] <= r[29];
    r[38] <= r[30];
    r[39] <= r[31];
    r[40] <= r[32];
    r[41] <= r[33];
    r[42] <= r[34];
  end
  assign out_0 = r[35];
  assign out_1 = r[36];
  assign out_2 = r[37];
  assign out_3 = r[38];
  assign out_4 = r[39];
  assign out_5 = r[40];
  assign out_6 = r[41];
  assign out_7 = r[42];
endmodule
</file>
<file path="design/flow/run.sh">
#!/bin/bash
# OpenROAD 26Q1-2900-gdf79404cd8, Yosys 0.63+post, stock flow scripts
make -C /OpenROAD-flow-scripts/flow DESIGN_CONFIG=/design/flow/config.mk WORK_HOME=/design/flow/orfs finish
</file>
<file path="design/flow/config.mk">
export PLATFORM = sky130hd
export DESIGN_NAME = reg_tree_4_8_4
export DESIGN_NICKNAME = reg_tree_4_8_4
export VERILOG_FILES = /design/flow/design.v
export SDC_FILE = /design/flow/constraint.sdc
export NUM_CORES = 4
export LEC_CHECK = 1
export CORE_UTILIZATION = 30
export SYNTH_HDL_FRONTEND = slang
</file>
<file path="design/flow/constraint.sdc">
current_design reg_tree_4_8_4

set clk_period 1.0
set clk_io_pct 0.2

create_clock -name clk0 -period $clk_period [get_ports {clk}]

set non_clock_inputs [all_inputs -no_clocks]
set_input_delay [expr $clk_period * $clk_io_pct] -clock clk0 $non_clock_inputs
set_output_delay [expr $clk_period * $clk_io_pct] -clock clk0 [all_outputs]
</file>
==> metrics.cfg <==
[layout]
mostFrequentLayoutCells = 96 x buf_6, 96 x dfxtp_1, 54 x buf_2, 16 x clkdlybuf4s50_1, 16 x dfxtp_4
drive_above_1_share_pct = 61.6
regMostFlops = r
area_growth_pct = 35.1
logic_gates = 0
final_util_pct = 42.2
fillers = 868
reg_top3 = r x112
largest_reg_flops = 112
comb_area_um2 = 0

[power_and_ir_drop]
p_sw_w = 0.00167
clockPowerShare_pct = 31.6
max-vdd-ir-drop_mv = 0.695
power_density_mw_per_mm2 = 1870
swShare_pct = 21.4
seqPwrFrac_pct = 61.3
p_leak_nw = 1.90
p_int_w = 0.00612
pwr-share-comb_pct = 7.2

[clocking]
cts.clk_slew.worst_paths_ps = 110
cts_tree = done
cts_buffers = 9
insertion_delay_ps = 360
clock-sinks = 112
cts_buffer_depth = 2
htreeDepth = 3
ctsHoldBuffers = 0
clock-root-buffer = clkbuf_8

[logic_synthesis]
synthCells = 224
netlist-cell-type-count = 2
ys_cells = 224
ys_seq_share_pct = 72.7
avgSynthCellArea_um2 = 13.8
syn-cell-area_mm2 = 0.00308
ys_area_mm2 = 0.00308
ys_seq_elements = 112
synth_warnings = 0

[sta]
rsz0062_at_grt = true
worst_slew_pin_slew_ps = 111
relSlewSlack_pct = 92.6
timing.final.ws_setup_ps = -163
skew_ps = 7.68
finalMaxSlewViolations = 0
fmax_mhz = 860
holdWs_ps = 266
hold_violations = 0
finalCriticalPeriod_ps = 1160
finalSetupViolCount = 128
finalCritPeriodShare_pct = 116

[floorplan]
die_h_um = 103
fp_util_pct = 31.3
die_area_mm2 = 0.0107
die_w_um = 103
core_area_mm2 = 0.00986
pin_count = 145
num_rows = 36

[status]
violations = negative setup slack
status = finished with violations

[place]
portBuffers = 144
globalplace.congestion = 0.623
dp_hpwl_um = 2300
place_ws_ps = -173

[run]
drv_cap = 0
warnings = 27

[global_routing]
grt_overflow = 0
grtUsageMet3_pct = 2.32
grt_max_degree = 21
grt_usage_pct = 6.07
grt_use_met1_pct = 9.84
grt-busiest-layer = met1
grt_pass1_wl_um = 4990
antenna_found_initial = 0
grt_pass1_vias = 1035
grt_use_met2_pct = 7.64

[critical_path]
worst_ep_required_time_ps = 800
cp.arrival_ps = 960
crit_path_frequent_cell = buf_6
cp_slowest_cell = dfxtp_4
critPathMaxStageDelay_ps = 380
path_cells = buf_6, buf_6
cp_max_fo = 5
end_kind = primary output
critPathLaunchType = register
worstSetupPathType = reg -> out

[detailed_routing]
drcViolationCount = 0
via_count = 1304
n_antenna_cell = 0
wl_per_cell_um = 9.00
dr.pass1.iters = 2
drtIter0Drc = 19
via_per_inst = 3.05
routed_wl_um = 3840
detail-route-antenna-nets = 0

[worst_hold_path]
hold_class = in -> reg

## path summary, 6_finish.rpt
check | from | end | slack (ps) | depth (start not counted)
max | r[38][4]$_DFF_P_ | out_1[4] | -160 | 2
min | in[9] | r[0][9]$_DFF_P_ | 270 | 1
max reg2reg | r[18][13]$_DFF_P_ | r[26][13]$_DFF_P_ | 590 | 0
min reg2reg | r[34][1]$_DFF_P_ | r[38][1]$_DFF_P_ | 330 | 0
## through the flow
stage,std cells,area (um^2),setup TNS [ps],total power [W]
3_5_place_dp,389,3850,-17410,0.00540
5_1_grt,427,4170,-19960,0.00823
4_1_cts,427,3790,-14330,0.00776
6_report,427,4170,-12200,0.00779
3_3_place_gp,389,3850,-14630,0.00539
2_1_floorplan,224,3080,0,0.00513
## routing by layer
layer / part of all wire (%) / vias up / wire, um
met4: 2.7 / 0 / 102
li1: - / 702 / -
met3: 8.4 / 9 / 323
met5: 0 / - / 0
met1: 47 / 526 / 1800
met2: 42 / 67 / 1620
## Yosys cell counts (all sizes together)
library cell	count	area, um^2
buf	112	841
dfxtp	112	2240
## kinds of logic after synthesis
kind of cell           share of synthesized area (%)
DFF                                             72.7
buffers and inverters                           27.3
## power groups by stage
stage / Sequential, W / Combinational [W] / Clock [W]
final: 0.00477 / 0.000558 / 0.00246
after global routing: 0.00481 / 0.000610 / 0.00281
after CTS: 0.00477 / 0.000405 / 0.00259
## area by class of cell
class | count | area [um^2] | area share, %
sequential | 112 | 2300 | 55.3
tap | 133 | 166 | 4.00
clock inverter | 6 | 57.6 | 1.38
clock buffer | 10 | 128 | 3.06
timing repair buffer | 166 | 1510 | 36.3
## critical path: cells and delay by family (launching register included)
family                 cells  cell delay [ps]
buffers and inverters      2              230
flip-flops                 1              380
## what timing repair did
action,CTS,global route
resized,452,60
cloned,0,0
setup endpoints to repair,128,128
setup buffers,22,0
Power is estimated from default activity; no workload was simulated.
